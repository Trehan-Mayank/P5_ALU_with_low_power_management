==> flow/design.v <==
module PMU (
  input  wire clk,
  input  wire rst,       
  input  wire idle,      
  output reg [3:0] iso_ctrl,
  output reg [3:0] psw_ctrl,
);
  reg [3:0] counter_idle_high;
  reg [3:0] counter_idle_low;
  always @(posedge clk or posedge rst) begin
    if (rst) begin
      iso_ctrl          <= 4'b0000;
      psw_ctrl          <= 4'b0000;
      counter_idle_high <= 4'd0;
      counter_idle_low  <= 4'd0;
    end else begin
      if (idle) begin
        counter_idle_low  <= 4'd0;
        if (counter_idle_high < 4'd2)
          counter_idle_high <= counter_idle_high + 1;
        else
          counter_idle_high <= counter_idle_high;  
        case (counter_idle_high)
          4'd0: begin
          end
          4'd1: begin
            iso_ctrl[1] <= 1'b1;
          end
          4'd2: begin
            iso_ctrl[0] <= 1'b1;
            psw_ctrl[1] <= 1'b1;
          end
          default: ;
        endcase
      end
      else begin
        counter_idle_high <= 4'd0;
        if (counter_idle_low < 4'd2)
          counter_idle_low <= counter_idle_low + 1;
        else
          counter_idle_low <= counter_idle_low;  
        case (counter_idle_low)
          4'd0: begin
          end
          4'd1: begin
            iso_ctrl[0] <= 1'b0;
            psw_ctrl[1] <= 1'b0;
          end
          4'd2: begin
            iso_ctrl[1] <= 1'b0;
          end
          default: ;
        endcase
      end
    end
  end
endmodule
==> flow/run.sh <==
#!/bin/bash
# OpenROAD 26Q1-2900-gdf79404cd8, Yosys 0.63+post, stock flow scripts
make -C /OpenROAD-flow-scripts/flow DESIGN_CONFIG=/design/flow/config.mk WORK_HOME=/design/flow/orfs finish
==> flow/config.mk <==
export PLATFORM = sky130hd
export DESIGN_NAME = PMU
export DESIGN_NICKNAME = PMU
export VERILOG_FILES = /design/flow/design.v
export SDC_FILE = /design/flow/constraint.sdc
export NUM_CORES = 4
export LEC_CHECK = 1
export CORE_AREA = 10 10 70 70
export DIE_AREA = 0 0 80 80
==> flow/constraint.sdc <==
current_design PMU

set clk_period 1.5
set clk_io_pct 0.2

create_clock -name clk0 -period $clk_period [get_ports {clk}]

set non_clock_inputs [all_inputs -no_clocks]
set_input_delay [expr $clk_period * $clk_io_pct] -clock clk0 $non_clock_inputs
set_output_delay [expr $clk_period * $clk_io_pct] -clock clk0 [all_outputs]
==> impl_metrics.yaml <==
# flow metrics
clocking:
  root_buffer: "clkbuf_4"
  htree_levels: 1
  cts_buffer_depth: 2
  insertion_delay_ns: 0.26
  cts_tree: "yes"
  cts_resized: 0
  ctsHoldBuffers: 0
  cts.clk_slew.worst_paths_ns: 0.07
  clock_sinks: 10
  cts_buffers: 3
detailed_routing:
  dr_wl_met2_um: 360
  via_per_inst: 3.52
  vias: 391
  dr.pass1.iters: 3
  drt-wirelength-per-cell_um: 9.12
  ant_nets: 0
  totalWireLength_um: 1010
  drt_iter0_markers: 21
  wl_met3_um: 126
  drt-met1-wl_um: 518
  top_layer_used: "met4"
  antenna_cells: 0
  drc_errors: 0
global_route:
  globalRouteOverflowTotal: 0
  antenna_found_initial: 0
  grt_pass1_vias: 372
  grt_max_degree: 11
  grtUsageTotal: 0.0320
  grt_pass1_wl_um: 1650
finish:
  areaGrowthSynthToFinish_pct: 23.0
  layout.cells.most_common: "dfrtp_1"
  fillCellCount: 378
  fin_util: 0.208
  seq_area_um2: 250
  lay_top_cells: "10 x dfrtp_1, 8 x inv_1, 6 x ha_1"
  logic_area_um2: 263
  drive_gt1_frac: 0.138
final_timing:
  period_used_share: 0.935
  grt_setup_unrepaired: "false"
  final.setup.tns_ns: 0
  max_freq_mhz: 713
  fin_crit_ns: 1.40
  fin_worst_skew_ns: 0.00230
  drv_slew: 0
  finalSetupViolCount: 0
  hold_viol: 0
synth:
  yosys.area_share.adder: 0.130
  yosys_area_um2: 577
  ys_sh_aoi: 0.117
  ys_ff: 10
  synth.avg_cell_area_um2: 10.3
  syn_area_um2: 577
  simple_gate_area_frac: 0.176
  synthCells: 56
  yosys.stat.seqShare: 0.434
  ys_cells: 56
  yosysUniqueCellTypes: 20
  ys_sh_mux: 0
  logic_family: "simple AND/OR/NAND/NOR gates"
  ys_warn_count: 1
  xor_area_frac: 0
floorplan:
  die_y_um: 80
  die_w_um: 80
  row_count: 21
  ios: 11
  fp-utilization: 0.169
  chipArea_um2: 6400
  core-area_um2: 3420
pwr:
  p_total_uw: 1070
  p_per_area_nw_per_um2: 1510
  ir_drop_mv: 0.413
  switchingPower_uw: 331
  internal_power_uw: 741
  swShare: 0.309
  power.leakage_uw: 0.000341
  combPwrFrac: 0.362
  p_seq_frac: 0.415
  power_frac_clock: 0.223
flow_run:
  openroad.warnings: 29
  maxCapViolCount: 0
worst_setup_path:
  arrival_ns: 1.10
  cpPeakStageDelay_ns: 0.47
  crit_family: "buffers and inverters"
  cp.required_ns: 1.20
  cp_cell_sequence: "clkdlybuf4s50_1"
  path_class: "flip-flop to output pin"
  crit_buf_inv: 1
  start_kind: "flip-flop"
  cp_max_fo: 3
  critPathSlowestCell: "clkdlybuf4s50_1"
  rrSetupSlack_ns: 0.11
  end_kind: "output pin"
status:
  status: "completed"
placed_design:
  dp_hpwl_um: 778
  place.gp.congestion: 0.738
  port_buffers: 5
worst_hold_path:
  hp-class: "input pin to async pin"
final timing paths:
| check | startpoint | end | cells after the start |
|---|---|---|---|
| worst max-delay path | iso_ctrl[1]$_DFFE_PP0P_ | iso_ctrl[1] | 1 |
| worst max register to register | counter_idle_low[1]$_DFFE_PP0P_ | counter_idle_low[1]$_DFFE_PP0P_ | 3 |
| max in group asynchronous | rst | counter_idle_high[3]$_DFFE_PP0P_ | 2 |
| worst min-delay path | rst | counter_idle_high[2]$_DFFE_PP0P_ | 2 |
| worst min register to register | iso_ctrl[1]$_DFFE_PP0P_ | iso_ctrl[1]$_DFFE_PP0P_ | 2 |
| min in group clk0 | iso_ctrl[1]$_DFFE_PP0P_ | iso_ctrl[1]$_DFFE_PP0P_ | 2 |
per-stage QoR:
| stage | instances | setup WS, ns | hold slack [ns] | instance area [µm²] |
|---|---|---|---|---|
| detailed placement | 105 | 0.0898 | 0.532 | 658 |
| finish | 111 | 0.0969 | 0.310 | 709 |
| CTS | 109 | 0.0544 | 0.323 | 694 |
| global placement | 105 | 0.149 | 0.512 | 658 |
| global route | 111 | 0.0289 | 0.326 | 709 |
| floorplan | 60 | 0.165 | 0.140 | 592 |
cell families after synthesis:
kind of cell,Yosys count
buffers and inverters,15
AND-OR/OR-AND,10
AND/OR/NAND/NOR,14
flip-flops,10
other,1
adder cells (fa/ha/maj),6
cell type report:
type	instances	share of cell area
inverter	8	0.0423
multi-input combinational	35	0.370
timing repair buffer	8	0.102
tap	46	0.0811
clock buffer	4	0.0511
sequential	10	0.353
per-layer routing:
layer  vias to the layer above  GRT usage
met2                        14     0.0385
met1                       177     0.0415
li1                        198          -
met5                         -          0
met4                         0    0.00352
met3                         2     0.0295
synthesized netlist by cell type:
| cell | n | area, µm² |
|---|---|---|
| a21boi_1 | 1 | 7.51 |
| nor3b_1 | 3 | 22.5 |
| nand2_1 | 2 | 7.51 |
| and2_1 | 1 | 6.26 |
| nor3_1 | 1 | 5.00 |
| nor2b_1 | 1 | 6.26 |
| clkbuf_1 | 1 | 3.75 |
| conb_1 | 1 | 3.75 |
| dfrtp_1 | 10 | 250 |
| or3b_2 | 1 | 8.76 |
| o31ai_1 | 2 | 15.0 |
| inv_1 | 8 | 30.0 |
| or4_1 | 2 | 15.0 |
| o211ai_1 | 2 | 15.0 |
| or3_2 | 1 | 7.51 |
| a21oi_1 | 3 | 15.0 |
| nand4bb_1 | 2 | 22.5 |
| o21a_1 | 2 | 15.0 |
| buf_4 | 6 | 45.0 |
| ha_1 | 6 | 75.1 |
state kept, by name, summed over array words and instances (netlist names):
register and count:
iso_ctrl 2, counter_idle_high 4, counter_idle_low 4
power by group through the flow:
stage | Sequential (µW) | Combinational [µW] | Clock [µW]
after CTS | 457 | 353 | 247
after global routing | 464 | 455 | 266
final | 446 | 388 | 239
timing repair:
action                                 4_1_cts  5_1_grt
buffers inserted                             0        2
setup endpoints to repair                    0        3
endpoints found under the hold margin        0        0
Power and IR drop assume default switching activity.
